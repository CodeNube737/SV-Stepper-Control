--- ./design.v ---
module enc2stepper (
    input  logic CLOCK_50,
    input  logic s1, s2,                
    output logic red, green, blue,      
    output logic dir, step              
);
    parameter int NUM_STEPS  = 100;      
    parameter int PULSE_LENGTH = 50000;    
    typedef enum logic [1:0] {READY, CW, CCW, IDLE} state_t;
    state_t state, next_state;
    logic [7:0]   step_count;         
    logic [15:0]  pulseLength_counter;
    logic         step_toggle;
    always_ff @(posedge CLOCK_50) begin
        if ( ((!(!s1||!s2)) || (state == READY))&&(next_state != IDLE) )
            state <= next_state;  
    end
    always_comb begin  
        case (state)
            READY: begin
                if (!s1)
                    next_state = CW;
                else if (!s2)
                    next_state = CCW;
                else
                    next_state = READY;
            end
            CW, CCW: begin
                if (step_count >= NUM_STEPS)
                    next_state = READY;
                else
                    next_state = IDLE;  
            end
            default: next_state = READY;  
        endcase
    end
    always_ff @(posedge CLOCK_50) begin
        if (state == CW)
            dir <= 1'b1;
        else if (state == CCW)
            dir <= 1'b0;
    end
    always_ff @(posedge CLOCK_50) begin
        if ((state == CW || state == CCW) && (next_state != READY)) begin 
            if (pulseLength_counter == 0)
                step_toggle <= ~step_toggle;
            if (pulseLength_counter >= PULSE_LENGTH) begin
                pulseLength_counter <= 0;
                if (step_toggle == 0)
                    step_count <= step_count + 1;
            end else
                pulseLength_counter <= pulseLength_counter + 1;
        end else begin
            step_count          <= 0;
            pulseLength_counter <= 0;
            step_toggle         <= 0;
        end
    end
    assign step = step_toggle;
    assign red   = (state == CW);
    assign green = (state == CCW);
    assign blue  = (state == READY);
endmodule
--- ./run.sh ---
#!/bin/bash
# OpenROAD 26Q1-2900-gdf79404cd8, Yosys 0.63+post, stock flow scripts
make -C /OpenROAD-flow-scripts/flow DESIGN_CONFIG=/design/flow/config.mk WORK_HOME=/design/flow/orfs finish
--- ./config.mk ---
export PLATFORM = sky130hd
export DESIGN_NAME = enc2stepper
export DESIGN_NICKNAME = enc2stepper
export VERILOG_FILES = /design/flow/design.v
export SDC_FILE = /design/flow/constraint.sdc
export NUM_CORES = 4
export LEC_CHECK = 1
export CORE_AREA = 10 10 93 93
export DIE_AREA = 0 0 103 103
--- ./constraint.sdc ---
current_design enc2stepper

set clk_period 4.1
set clk_io_pct 0.2

create_clock -name clk0 -period $clk_period [get_ports {CLOCK_50}]

set non_clock_inputs [all_inputs -no_clocks]
set_input_delay [expr $clk_period * $clk_io_pct] -clock clk0 $non_clock_inputs
set_output_delay [expr $clk_period * $clk_io_pct] -clock clk0 [all_outputs]
==> impl_report.txt <==
=== SYNTHESIS / PLACE & ROUTE SUMMARY ===
----------------------------------------------------
[Clock network]
  Clk Tree Root Cell ........................ clkbuf_8
  H-Tree Depth ........................ 2
  Clock net sink count ........................ 30
  Post-CTS sizing ........................ 0
  Post-CTS setup buffer count ........................ 0
  Count of hold buffers inserted by post-cts repair ........................ 0
  Maximum buffer depth of the clock tree ........................ 2
  CTS tree ........................ built
  Clk pin slew, worst setup/hold paths ........................ 0.06 ns
  Insertion Delay late pin ........................ roughly 0.27 ns
  Number of buffers added by the clock tree synthesis step ........................ 5

[Detailed routing]
  Via-to-Cell Ratio ........................ between 4 and 5
  Remaining antenna violation count after routing ........................ 0
  Number of vias after detailed routing ........................ between 1,000 and 1,500
  Per-cell routed wire length ........................ between 10 and 15 um
  Pre-Repair DR Iteration Count ........................ 4
  Detailed-route wire length ........................ approximately 2600 um
  Detailed-route DRC error count ........................ 0
  Initial detailed-routing violation count ........................ 62
  Antenna Cells ........................ 0

[Timing]
  Actual transition at the worst max-transition pin ........................ between 0.6 and 0.7 ns
  Worst slew margin ........................ 54.65%
  Final TNS setup ........................ 0 ns
  Clock tree skew after final layout ........................ between 0.004 and 0.005 ns
  Post-layout worst setup margin ........................ about 1.4 ns
  Count of final setup violators ........................ 0
  Hold slack final ........................ 0.4477 ns
  Number of pins with negative max-slew slack in the final report ........................ 0
  RSZ-0062 raised after global routing ........................ false
  Number of hold-slack violations in the final timing report ........................ 0
  Cycle use final ........................ 65.08%
  Max frequency ........................ approximately 370 MHz
  Final critical delay including setup and external delays ........................ 2.668 ns

[Cells and area]
  Layout cells sized above 1 ........................ 6.977%
  Synth-to-layout area growth ........................ 13.48%
  Filler cell count ........................ between 700 and 800
  Most frequent cells in the layout ........................ 30 x dfxtp_1, 21 x nor2_1, 12 x inv_1, 12 x xnor2_1, 10 x a21oi_1
  End-of-flow core utilization ........................ 24.31%
  Dominant logic cell type in the layout ........................ dfxtp_1

[Synthesis]
  Cell count after synthesis ........................ roughly 160
  Post-synthesis chip area from yosys ........................ around 1400 um2
  Number of cells in Yosys stat ........................ about 160
  Synth Warn # ........................ 1
  Post-synthesis sequential element count ........................ 30
  Post-synth seq share ........................ between 40% and 50%
  Post-synthesis area per instance ........................ around 8.8 um2
  Area fraction of the dominant cell type after synthesis ........................ between 40% and 50%
  Cell type with the largest total area after synthesis ........................ dfxtp_1
  Syn Std Cell Area ........................ 1448 um2
  Largest cells by area after synthesis ........................ dfxtp_1 41%, xnor2_1 7.3%, nor2_1 5.4%, a21oi_1 3.5%, ha_1 3.5%
  Number of distinct library cell variants in the gate-level netlist after synthesis ........................ 39

[Critical path]
  Worst setup EP type ........................ flop
  Top fanout value on the critical path ........................ 16
  Worst setup SP type ........................ input pin
  CP Data Arrival Time ........................ approximately 2.8 ns
  Crit Path Category ........................ in2reg
  Required time worst endpoint ........................ 4.24 ns
  Setup slack of the most critical reg-to-reg path ........................ 2.17 ns
  CP max stage cell ........................ o32ai_2
  Biggest cell delay along the critical path ........................ 0.60 ns
  Worst-path cell chain ........................ clkdlybuf4s50_1 > a21boi_0 > o32ai_2 > or2_1 > nor2_1

[Flow run]
  Max Cap Violations ........................ 0
  OpenROAD warning count ........................ 28

[Power]
  Share of power burned in registers ........................ about 57%
  Power per unit of standard cell area ........................ slightly above 300 nW/um2
  Switching share of total power ........................ 19.73%
  Reported leakage power ........................ 0.5227 nW
  Switching pwr ........................ 0.1008 mW
  Clock network fraction of design power ........................ a little over two fifths
  Combinational fraction of design power ........................ less than 1%
  Power Internal ........................ 0.4104 mW
  VDD IR-drop max ........................ between 0.1 and 0.15 mV

[GRT]
  Aggregate global routing overflow ........................ 0
  Via count of the first global-routing pass ........................ 1,063
  Total routing usage reported by global routing ........................ between 5 and 6%
  Number of antenna violations at the first check in global routing ........................ 0
  Pin count of the biggest net entering global routing ........................ 17
  Wire length of the first global-routing pass ........................ 4574 um

[Floorplanning]
  Num rows ........................ 30
  Die X ........................ between 100 and 150 um
  Core Footprint ........................ between 6000 and 7000 um2
  Starting utilization of the core area ........................ between 20% and 30%
  Number of ports placed on the die boundary ........................ 8
  Floorplan die height ........................ 103 um
  Die Outline Area ........................ about 11,000 um2

[Place]
  Placed wire-length estimate ........................ 1788 um
  Final GP Congestion ........................ 0.8203
  Port buffer count ........................ 7
  Worst slack at placement ........................ 1.125 ns

[Hold path]
  Hold Crit Class ........................ reg2reg

[Outcome]
  Outcome ........................ finished clean

----------------------------------------------------
==> cell type report <==
cell class	instances	area, um2	area share [%]
clock buffers	7	76.32	4.646
inverters	12	45.04	2.742
multi-input cells	116	750.7	45.70
flip-flops and latches	30	600.6	36.56
well taps	80	100.1	6.093
repair buffers	7	70.07	4.265
==> kinds of logic after synthesis <==
kind of cell,Yosys count,share of synthesized area [%]
and+or+nand+nor,66,24.12
DFF,30,41.49
AOI/OAI and AO/OA,29,13.92
buffers and inverters,18,6.654
xor gates and xnor gates,16,9.680
adders and majority gates,4,3.457
muxes,1,0.6915
==> synthesized netlist by cell type (all sizes together) <==
library cell and count:
clkbuf 2, inv 12, a31oi 2, nor2b 1, a31o 1, o22ai 1, nand3 8, o21a 1
or2 1, or3 5, xor2 4, a21oi 10, a32o 1, dfxtp 30, a311o 1, and2 1
nor3 6, nand4 8, buf 4, o31ai 1, nand2 6, a311oi 1, a21boi 1, or4 1
and4 1, nor4b 1, xnor2 12, o2111ai 1, a21o 2, nor4 6, mux2i 1, o21ai 5
ha 4, o32ai 1, nor2 21
==> final timing paths <==
path,startpoint,cells past startpoint,endpoint
hold reg to reg,dir,1,dir
hold / removal,dir,1,dir
setup reg to reg,step_count[5],4,pulseLength_counter[13]
setup / recovery,s1,5,pulseLength_counter[13]
==> metal layers <==
layer / vias up / share of wire [%] / global-route usage (%)
li1: 595 / - / -
met1: 520 / 51 / 6.886
met2: 18 / 41 / 7.752
met3: 5 / 7.1 / 1.828
met4: 0 / 0.97 / 0.8556
met5: - / 0 / 0
==> registers in the layout, summed over array words and instances (netlist names) <==
register,cells
step_count,8
state,4
pulseLength_counter,16
step_toggle,1
dir,1
==> critical path, delay by kind of cell <==
kind,cells,cell delay (ns)
AOI/OAI and AO/OA,2,0.76
and+or+nand+nor,2,0.66
buffers and inverters,1,0.55
==> through the flow <==
stage / total power, mW / cell area [um2] / cells
finish: 0.5112 / 1643 / 252
CTS: 0.5219 / 1643 / 252
floorplan: 0.2988 / 1448 / 164
global route: 0.5302 / 1643 / 252
detailed placement: 0.3017 / 1567 / 245
global placement: 0.3017 / 1567 / 245
==> power groups by stage <==
stage                 sequential [mW]  clock [mW]  combinational (mW)
after CTS                       0.291       0.227             0.00384
after global routing            0.291       0.235             0.00415
final                           0.292       0.216             0.00385
No activity file was given, so power comes from the tool's default toggle rates.
