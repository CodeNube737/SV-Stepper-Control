==> flow/design.v <==
module enc_down (
    input  logic clk, reset_n,
    input  logic cw_in, ccw_in,       
    output logic cw_out, ccw_out      
);
    logic [1:0] cw_count, ccw_count;   
    always_ff @(posedge clk) begin
        cw_out  <= 0;
        ccw_out <= 0;
        if (cw_in) begin
            cw_count <= cw_count + 1;
            ccw_count <= 0;  
            if (cw_count >= 2'd2) begin   
                cw_out  <= 1;
                cw_count <= 0;  
            end
        end
        else if (ccw_in) begin
            ccw_count <= ccw_count + 1;
            cw_count <= 0;  
            if (ccw_count >= 2'd2) begin
                ccw_out <= 1;
                ccw_count <= 0;
            end
        end
        else begin
        end
    end
endmodule
module encoder(
    input logic a, b, clk,          
    output logic cw, ccw           
);
    logic [1:0] state, prev_state;
    logic idle;
    always_ff @(posedge clk) begin
        prev_state <= state;       
        state <= {a, b};           
    end
    always_comb begin
        idle = (state == prev_state);  
        cw = 1'b0;
        ccw = 1'b0;
        if (!idle) begin 
            case ({state, prev_state})
                4'b1000, 4'b1110, 4'b0111, 4'b0001: cw = 1'b1;   
                4'b1011, 4'b0010, 4'b0100, 4'b1101: ccw = 1'b1;  
                default: begin
                    cw = 1'b0;    
                    ccw = 1'b0;
                end
            endcase
        end
    end
endmodule
module stepper (
   input logic CLOCK_50, 
   (* altera_attribute = "-name WEAK_PULL_UP_RESISTOR ON" *)  
   input logic enc1_a, enc1_b,   
   input logic s1,  
   output logic red, green, blue,       
   output logic dir_pulse, step_pulse     
);
   logic enc1_cw, enc1_ccw;   
   logic cw1, ccw1;  
	encoder encoder_1 (.clk(CLOCK_50), .a(enc1_a), .b(enc1_b), .cw(enc1_cw), .ccw(enc1_ccw));
	enc_down enc_down_1 (.clk(CLOCK_50), .reset_n(s1), .cw_in(enc1_cw), .ccw_in(enc1_ccw), .cw_out(cw1), .ccw_out(ccw1)) ;
   stepperInterface #(
        .NUM_STEPS(1),  
        .PULSE_LENGTH(50000)  
    ) stepperInterface_inst (.CLOCK_50(CLOCK_50), .cw(cw1), .ccw(ccw1), .reset_n(s1), .red(red), .green(green), .blue(blue), .dir(dir_pulse), .step(step_pulse));
endmodule
module stepperInterface (
    input  logic CLOCK_50,
    input  logic cw, ccw, reset_n,      
    output logic red, green, blue,      
    output logic dir, step              
);
    parameter int NUM_STEPS     = 1;  
    parameter int PULSE_LENGTH  = 50000;  
    typedef enum logic [1:0] {IDLE, CW, CCW, WAIT} state_t;
    state_t state, next_state;
    logic [7:0]   step_count;
    logic [15:0]  pulseLength_counter;
    logic         step_toggle;
    always_ff @(posedge CLOCK_50 or negedge reset_n) begin
        if (!reset_n)
            state <= IDLE;
        else  
            state <= next_state;
    end
    always_comb begin
        case (state)
            IDLE: begin
                if (cw)
                    next_state = CW;
                else if (ccw)
                    next_state = CCW;
                else
                    next_state = IDLE;
            end
            CW, CCW: begin
                if (step_count >= NUM_STEPS)
                    next_state = WAIT;
                else
                    next_state = state;
            end
            WAIT: begin
                if (!cw && !ccw)  
                    next_state = IDLE;
                else
                    next_state = WAIT;
            end
            default: next_state = IDLE;
        endcase
    end
    always_ff @(posedge CLOCK_50) begin  
        if (state == CW)
            dir <= 1'b1;
        else if (state == CCW)
            dir <= 1'b0;
    end
    always_ff @(posedge CLOCK_50 or negedge reset_n) begin
        if (!reset_n) begin
            step_toggle         <= 0;
            step_count          <= 0;
            pulseLength_counter <= 0;
        end
        else if ((state == CW || state == CCW)) begin
            if (pulseLength_counter == 0)
                step_toggle <= ~step_toggle;   
            if (pulseLength_counter >= PULSE_LENGTH - 1) begin  
                pulseLength_counter <= 0;
                if (step_toggle == 0)
                    step_count <= step_count + 1;
            end
            else
                pulseLength_counter <= pulseLength_counter + 1;
        end
        else begin
            step_toggle         <= 0;
            pulseLength_counter <= 0;
            step_count          <= 0;
        end
    end
    assign step = step_toggle;
    assign red   = (state == CW);
    assign green = (state == CCW);
    assign blue  = (state == IDLE);  
endmodule 
==> flow/run.sh <==
#!/bin/bash
# OpenROAD 26Q1-2900-gdf79404cd8, Yosys 0.63+post, stock flow scripts
make -C /OpenROAD-flow-scripts/flow DESIGN_CONFIG=/design/flow/config.mk WORK_HOME=/design/flow/orfs finish
==> flow/config.mk <==
export PLATFORM = sky130hd
export DESIGN_NAME = stepper
export DESIGN_NICKNAME = stepper
export VERILOG_FILES = /design/flow/design.v
export SDC_FILE = /design/flow/constraint.sdc
export NUM_CORES = 4
export LEC_CHECK = 1
export CORE_UTILIZATION = 40
==> flow/constraint.sdc <==
current_design stepper

set clk_period 3.5
set clk_io_pct 0.2

create_clock -name clk0 -period $clk_period [get_ports {CLOCK_50}]

set non_clock_inputs [all_inputs -no_clocks]
set_input_delay [expr $clk_period * $clk_io_pct] -clock clk0 $non_clock_inputs
set_output_delay [expr $clk_period * $clk_io_pct] -clock clk0 [all_outputs]
==> datasheet_impl.txt <==
Characteristics after synthesis and place and route

Parameter                              Value

Global routing
  Maximum number of pins on one net before global-route repair    30
  Wire length of the first global-routing pass    6.196 mm
  Via count of the first global-routing pass    ~1400
  Number of antenna violations at the first check in global routing    0
  Congestion Overflow GR    0
  Total track usage    0.1472

Logic synthesis
  Sequential area share after synthesis    0.4817
  Yosys chip area    between 0.002 and 0.0025 mm²
  Synthesized area per cell    10.35 µm²
  Synthesized area    approximately 0.0021 mm²
  Number of enable-type register cells in the synthesized netlist    2
  Synth Flop Type    dfrtp_1
  Post-synthesis async set-or-reset flop share    0.6905
  Gate count of the mapped netlist    between 200 and 250
  Count of instantiated cells in the yosys netlist    around 200
  Post-synth regs    approximately 42
  Synth warnings    3
  Distinct cell type count after synthesis    47

Placed design
  Buffers on Ports    8
  Total half-perimeter wirelength after legalization and detailed placement    approximately 2.4 mm
  Placed cell area    between 0.002 and 0.0025 mm²
  Final estimated routing congestion in global placement    0.8175

Route
  Routed vias    1473
  Antenna diode count    0
  Post-route ant nets    0
  DRC errors left    0
  Highest metal layer used by the detailed router    met4
  Total wire length after detailed routing    around 3.5 mm
  Iteration-0 DRC count of the detailed router    between 80 and 90
  Post-Route M1 WL    roughly 1.8 mm
  Amount of wire on met3 after detailed routing    roughly 110 µm
  Met2 WL post-DR    1.451 mm
  DR WL/cell    12.19 µm
  Detailed-routing iteration count for the pre-antenna-repair pass    4
  Vias per Instance    around 5.2

Die
  Die Outline Area    approximately 0.0055 mm²
  Floorplan-stage core utilization    0.4285
  Die span in y    approximately 74 µm
  Floorplan Core Area    roughly 0.005 mm²
  Horiz. Die Dim    ~74 µm
  Io pins    9
  Cell Rows    25

Clocking
  CTS tree    built
  Number of gates resized after CTS    0
  CTS root buf    clkbuf_8
  Num CTS Buffers    5
  Hold Buf Count CTS    0
  Clock edge transition at the registers on the reported setup and hold paths    around 0.09 ns
  Buffers from clock root to sink, at most    2
  Number of post-CTS setup repair buffers    0
  Depth of the CTS H-tree    2
  Clock Latency Late Sink    0.30 ns
  Number of sinks on the clock net    roughly 42

Run status
  Result of the run    finished, final reports clean

Power
  Max IR drop VDD    about 0.28 mV
  Overall power after layout    0.8855 mW
  Leakage power figure    ~0.9 nW
  Power Density    380.7 mW/mm²

Timing
  Setup repair after global routing missed its margin    false
  Hold Violations, Final    0
  Number of setup violations in the final report    0
  Clock Skews    about 0.011 ns
  Setup TNS Final    0 ns
  Tmin final    approximately 2.0 ns
  Tightest Pin Transition    about 0.84 ns
  Final clock period utilization by the worst path    0.5766
  Highest achievable clock rate    between 400 and 500 MHz
  Pins Over Slew Limit    0
  Max-slew headroom    0.4349

Worst setup path
  CP Launch Type    register
  Critical Setup Path Class    reg -> out
  Number of cells traversed by the worst register-to-register path    5
  RR Endpoint    stepperInterface_inst.step_count[7]$_DFFE_PN0P_
  Worst setup path end    blue
  Delay contributed by the slowest stage of the critical path    0.56 ns
  Worst reg2reg setup slack    around 1.6 ns
  Data required time at the worst endpoint    2.80 ns
  Maximum fanout along the worst path    4
  Combined buffer and inverter count along the critical path    1
  Worst reg2reg startpoint    stepperInterface_inst.pulseLength_counter[0]$_DFF_PN0_
  Cell breakdown of the critical path    clkdlybuf4s50_1
  Critical Path End Type    output pin
  Crit path DAT    between 1 and 1.5 ns
  Cell class contributing the biggest share of worst-path delay    flip-flops
  Library cell contributing the largest single delay on the critical path    dfstp_2
  Critical path depth in cells    1
  Beginning of the critical path    stepperInterface_inst.state[0]$_DFF_PN1_

Min path
  Class of the worst hold path    reg -> reg
  Origin of the worst min-delay path    encoder_1.state[0]$_DFF_P_

Finish
  Area growth from synthesis to layout    11.25%
  Most frequently placed logic cells in the final layout    dfrtp_1 (28), nor2_1 (14), nand2_1 (13), nand3_1 (11), dfxtp_1 (11)
  Proportion of layout cells with a drive suffix above 1    0.1343
  FILL cells    approximately 470
  Gate Area    0.001008 mm²
  FF+latch area    between 0.001 and 0.0015 mm²
  Leading cell type in the layout, fill and taps excluded    dfrtp_1
  Post-route design area    0.002326 mm²

Run
  OpenROAD warnings    29
  Maximum capacitance violations    0
[layer usage]
layer	vias up	global-route usage
li1	745	-
met1	701	0.2440
met2	20	0.2162
met3	7	0.02473
met4	0	0.02306
met5	-	0
[final cells by class]
cell class / instances / area share
clock inverters: 3 / 0.01076
well taps: 67 / 0.03604
repair buffers: 10 / 0.04088
clock buffers: 5 / 0.02959
multi-input cells: 146 / 0.4336
inverters: 10 / 0.01614
flip-flops and latches: 42 / 0.4330
[power breakdown]
group | switching, mW | internal, mW
registers | 0.0110 | 0.504
clock network | 0.183 | 0.144
logic | 0.0239 | 0.0197
[how the worst min path moves through the flow]
| stage | end | depth (start not counted) | slack (ns) |
|---|---|---|---|
| 4_1_cts | encoder_1.prev_state[0]$_DFF_P_ | 0 | 0.40 |
| 5_1_grt | encoder_1.prev_state[1]$_DFF_P_ | 0 | 0.41 |
| 6_report | encoder_1.prev_state[0]$_DFF_P_ | 0 | 0.39 |
[cell usage after synthesis (2+ instances only)]
library cell / instances / area, µm²
a211oi_1: 4 / 30.03
a21oi_1: 5 / 25.02
and3_1: 3 / 18.77
and3b_1: 2 / 17.52
and4_1: 2 / 17.52
buf_6: 3 / 33.78
dfrtp_1: 28 / 700.7
dfxtp_1: 11 / 220.2
edfxtp_1: 2 / 60.06
ha_1: 7 / 87.58
inv_1: 10 / 37.54
mux2i_1: 5 / 50.05
nand2_1: 13 / 48.80
nand2b_1: 5 / 31.28
nand3_1: 11 / 55.05
nand4_1: 5 / 31.28
nor2_1: 14 / 52.55
nor2_2: 9 / 56.30
nor3_1: 4 / 20.02
nor4_1: 4 / 25.02
nor4b_1: 2 / 17.52
o211ai_1: 4 / 30.03
o21ai_0: 9 / 45.04
or2_2: 2 / 12.51
or3_1: 2 / 12.51
xnor2_1: 7 / 61.31
xor2_1: 9 / 78.83
[flip-flops by register name, summed over array words and instances, names as in the netlist, named ones only]
| signal | cells |
|---|---|
| enc_down_1.cw_count | 2 |
| enc_down_1.cw_out | 1 |
| stepperInterface_inst.step_count | 8 |
| enc_down_1.ccw_count | 2 |
| encoder_1.state | 2 |
| stepperInterface_inst.step_toggle | 1 |
| enc_down_1.ccw_out | 1 |
| stepperInterface_inst.pulseLength_counter | 16 |
| stepperInterface_inst.dir | 1 |
| encoder_1.prev_state | 2 |
| stepperInterface_inst.state | 4 |
[per-stage QoR]
step | hold WS, ns | setup WS, ns | utilization | std cells
floorplan | 0.3732 | 1.821 | - | 202
global placement | 0.3818 | 1.615 | 0.4574 | 275
detailed placement | 0.3843 | 1.580 | 0.4574 | 275
CTS | 0.3953 | 1.461 | 0.4767 | 283
global route | 0.4133 | 1.411 | 0.4767 | 283
finish | 0.3917 | 1.482 | 0.4767 | 283
[logic make-up after synthesis]
family          synth area share
compound gates            0.1077
xor+xnor                 0.06703
fa+ha+maj                0.04189
buf+inv                  0.03591
flops                     0.4817
mux                      0.02394
simple gates              0.2418
Power is estimated from default activity; no workload was simulated.
